==> /design/flow/design.v <==
module kbd(clk,SWC,SWR0,SWR1,SWR2,SWR3,key,key_E_4B,F);
input clk;
input [3:0]SWC; 
output reg SWR0,SWR1,SWR2,SWR3; 
output reg [15:0]key=16'b1111111111111111; 
output reg [3:0]key_E_4B; 
output reg F; 
reg [1:0]state;
parameter S0=0,S1=1,S2=2,S3=3;
integer i,j,k,l; 
always @ (posedge clk) 
	begin
	case (state)
	S0:begin state<=S1;
		{SWR0,SWR1,SWR2,SWR3}<=4'b1011;
		end
	S1:begin state<=S2;
		{SWR0,SWR1,SWR2,SWR3}<=4'b1101;
		end
	S2:begin state<=S3;
		{SWR0,SWR1,SWR2,SWR3}<=4'b1110;
		end
	S3:begin state<=S0;
		{SWR0,SWR1,SWR2,SWR3}<=4'b0111;
		end
	default:state<=S0;
	endcase
	end
always @ (posedge clk) 
	begin
	case (state)
	S0:begin 
		for (i=0;i<=3;i=i+1) 
		begin
		if(SWC[i]==0) 
			begin
			key[i]=1'b0;
			end 
		else key[i]=1'b1; 
		end
		end
	S1:begin
		for (j=0;j<=3;j=j+1)
		begin
		if(SWC[j]==0)
			begin
			key[j+4]=1'b0;
			end 
		else key[j+4]=1'b1;
		end
		end
	S2:begin
		for (k=0;k<=3;k=k+1)
		begin
		if(SWC[k]==0)
			begin
			key[k+8]=1'b0;
			end 
		else key[k+8]=1'b1;
		end
		end
	S3:begin
		for (l=0;l<=3;l=l+1)
		begin
		if(SWC[l]==0)
			begin
			key[l+12]=1'b0;
			end 
		else key[l+12]=1'b1;
		end
		end
	default:key=16'b1111111111111111;
	endcase
	end
always @(posedge clk) 
begin
	case (key)
	16'b0111_1111_1111_1111:begin F=0; key_E_4B=4'b1111;end
	16'b1011_1111_1111_1111:begin F=0; key_E_4B=4'b1110;end
	16'b1101_1111_1111_1111:begin F=0; key_E_4B=4'b1101;end
	16'b1110_1111_1111_1111:begin F=0; key_E_4B=4'b1100;end
	16'b1111_0111_1111_1111:begin F=0; key_E_4B=4'b1011;end
	16'b1111_1011_1111_1111:begin F=0; key_E_4B=4'b1010;end
	16'b1111_1101_1111_1111:begin F=0; key_E_4B=4'b1001;end
	16'b1111_1110_1111_1111:begin F=0; key_E_4B=4'b1000;end
	16'b1111_1111_0111_1111:begin F=0; key_E_4B=4'b0111;end
	16'b1111_1111_1011_1111:begin F=0; key_E_4B=4'b0110;end
	16'b1111_1111_1101_1111:begin F=0; key_E_4B=4'b0101;end
	16'b1111_1111_1110_1111:begin F=0; key_E_4B=4'b0100;end
	16'b1111_1111_1111_0111:begin F=0; key_E_4B=4'b0011;end
	16'b1111_1111_1111_1011:begin F=0; key_E_4B=4'b0010;end
	16'b1111_1111_1111_1101:begin F=0; key_E_4B=4'b0001;end
	16'b1111_1111_1111_1110:begin F=0; key_E_4B=4'b0000;end
	16'b1111_1111_1111_1111:begin F=1; key_E_4B=key_E_4B;end 
	default:key_E_4B=4'b0000; 
	endcase
end
endmodule
==> /design/flow/run.sh <==
#!/bin/bash
# OpenROAD 26Q1-2900-gdf79404cd8, Yosys 0.63+post, stock flow scripts
make -C /OpenROAD-flow-scripts/flow DESIGN_CONFIG=/design/flow/config.mk WORK_HOME=/design/flow/orfs finish
==> /design/flow/config.mk <==
export PLATFORM = sky130hd
export DESIGN_NAME = kbd
export DESIGN_NICKNAME = kbd
export VERILOG_FILES = /design/flow/design.v
export SDC_FILE = /design/flow/constraint.sdc
export NUM_CORES = 4
export LEC_CHECK = 1
export CORE_UTILIZATION = 30
==> /design/flow/constraint.sdc <==
current_design kbd

set clk_period 2.9
set clk_io_pct 0.2

create_clock -name clk0 -period $clk_period [get_ports {clk}]

set non_clock_inputs [all_inputs -no_clocks]
set_input_delay [expr $clk_period * $clk_io_pct] -clock clk0 $non_clock_inputs
set_output_delay [expr $clk_period * $clk_io_pct] -clock clk0 [all_outputs]
==> impl_metrics.csv <==
group,metric,value,unit
outcome,outcome,"completed",
route,drc,0,
critical_path,start_kind,"flop",
power,pwr-share-clk,0.324,
flow_run,tool_warnings,29,
cts,clkSlewWorstSetupHoldPaths,0.08,ns
sta,setup_ws,0.887,ns
synthesis,netlist_instances,122,
synthesis,edf_count,21,
power,p_sw_frac,0.173,
place,placedCellCount,196,
critical_path,slowest_stage,"edfxtp_1",
floorplanning,initCoreUtil,0.314,
sta,rsz0062_at_grt,"no",
synthesis,yosys_warnings,1,
cts,cts_resized,0,
cts,clockRootBuffer,"clkbuf_8",
global_route,antenna_found_initial,0,
route,antennaDiodeCount,0,
critical_path,cp.depth,1,
final_layout,final_area,1710,um^2
global_route,gr-total-overflow,0,
sta,fin_tns_setup,0,ns
global_route,grt_pass1_wl,4080,um
sta,timing.hold.ws,0.579,ns
route,viasPerCell,4.81,
cts,h-tree-depth,1,
sta,drv_slew,0,
synthesis,yosysUniqueCellTypes,35,
cts,cts_buffer_depth,2,
sta,max_slew_margin,0.704,
place,gp_congestion,0.948,
power,pwr-share-comb,0.013,
final_layout,final_cells,200,
flow_run,maxCapViolCount,0,
cts,cts_tree,"done",
sta,period_minus_slack,2.01,ns
route,wl,2590,um
global_route,grt_max_degree,15,
floorplanning,die_h,69.5,um
place,dp_slack,1.07,ns
floorplanning,io_pins,30,
route,ant_nets,0,
hold_path,whs_path_depth,2,
critical_path,max_stage_delay,0.62,ns
sta,setup-violations-final,0,
power,power.internal,0.517,mW
route,wl_per_cell,12.9,um
critical_path,crit_buf_inv,1,
critical_path,critPathKind,"reg -> out",
critical_path,required,2.32,ns
critical_path,rr_worst_depth,5,
place,portBuffers,29,
synthesis,synthFlopType,"edfxtp_1",
power,total_power,0.625,mW
route,drtIter0Drc,35,
power,ir_drop,0.278,mV
sta,period_used_share,0.694,
global_route,grt_usage,0.109,
critical_path,arrival,1.43,ns
final_layout,lay_top_cells,"clkdlybuf4s50_1 (29), edfxtp_1 (21), nand2_1 (15), a21oi_1 (8)",
power,p_leak,0.606,nW
final_layout,utilization,0.393,
cts,cts_sinks,27,
synthesis,yosys_cells,122,
synthesis,synth-seq-area-share,0.550,
synthesis,synth_area_per_cell,11.2,um^2
floorplanning,chipArea,4820,um^2
synthesis,ys_async_sr_fraction,0,
critical_path,crit_chain,"clkdlybuf4s50_1",
power,seqPwrFrac,0.663,
synthesis,synth_flop_count,27,
hold_path,hold_class,"reg -> reg",
route,route.top_layer_used,"met4",
place,hpwl,1960,um
power,powerDensity,366,nW/um^2
power,switchingPower,0.108,mW
floorplanning,num_rows,24,
sta,max_freq,0.497,GHz
place,dpl-instance-area,1670,um^2
sta,final_hold_viol_count,0,
route,vias,962,
final_layout,drive_gt1_frac,0.0608,
route,drt-pass1-iter-count,4,
synthesis,synth_area,1370,um^2
final_layout,layout_top_cell,"clkdlybuf4s50_1",
critical_path,cpLargestDelayFamily,"flip-flops",
cts,clock_latency,0.26,ns
cts,cts_made_buffers,3,
floorplanning,die_w,69.5,um
cts,post-cts-setup-buffers,0,
critical_path,crit_fanout,12,
sta,skew,0.00106,ns
final_layout,area_growth,25.3,%
synthesis,yosys_area,1370,um^2
route,wl_met2,1240,um
route,wl_met3,190,um
cts,holdBufCountCts,0,
sta,worst_pin_slew,0.432,ns
critical_path,critPathCaptureType,"primary output",
floorplanning,core,4350,um^2
global_route,grt_pass1_vias,900,
route,met1_length,1110,um
worst paths after layout:
kind	startpoint	end	slack, ns
max	key[13]$_DFFE_PN_	key[13]	0.89
min	state[1]$_DFF_P_	state[1]$_DFF_P_	0.58
max reg2reg	key[11]$_DFFE_PN_	F$_DFFE_PP_	1.07
min reg2reg	state[1]$_DFF_P_	state[1]$_DFF_P_	0.58
power groups by stage:
stage | clock network (mW) | registers, mW | logic (mW)
after CTS | 0.211 | 0.414 | 0.00864
after global routing | 0.222 | 0.414 | 0.00893
final | 0.203 | 0.414 | 0.00842
cells by family after synthesis:
| kind of cell | count (synthesis) | synth area share |
|---|---|---|
| fa+ha+maj | 5 | 0.0458 |
| buf+inv | 14 | 0.0596 |
| mux | 3 | 0.0220 |
| xor+xnor | 7 | 0.0449 |
| compound gates | 21 | 0.0981 |
| flops | 27 | 0.550 |
| simple gates | 45 | 0.180 |
per-layer routing:
| metal | track usage | vias to the layer above |
|---|---|---|
| met1 | 0.147 | 428 |
| met3 | 0.0369 | 6 |
| met5 | 0 | - |
| met4 | 0.0249 | 0 |
| li1 | - | 492 |
| met2 | 0.175 | 36 |
sequential cells by signal, indices dropped and copies added (netlist names):
register and flops:
F 1, SWR0 1, SWR1 1, SWR2 1, SWR3 1, key 16, key_E_4B 4, state 2
cells in the mapped netlist, types with 3 or more instances:
master	n	share of area
xor2_1	4	0.026
ha_1	5	0.046
or3_1	3	0.014
mux2i_1	3	0.022
o21ai_0	5	0.018
nand2_1	15	0.041
inv_1	6	0.016
nor2_1	5	0.014
edfxtp_1	21	0.46
nand3_1	5	0.018
nand2b_1	3	0.014
xnor2_1	3	0.019
dfxtp_1	6	0.088
a21oi_1	8	0.029
buf_4	3	0.016
area by class of cell:
type	count	area (um^2)
Multi-Input combinational cell	81	533
Clock buffer	4	45.0
Tap cell	52	65.1
Sequential cell	27	751
Inverter	7	26.3
Timing Repair Buffer	29	290
Fill cell	406	2640
tightest hold or removal path: stages (launching register included):
cell	delay, ns
dfxtp_1	0.35
inv_1	0.09
ha_1	0.12
Power is estimated from default activity; no workload was simulated.
