==> flow/design.v <==
module floor(Fin_1up,Fin_2up,Fin_3up,Fin_2dn,Fin_3dn,Fin_4dn,
Fin_1,Fin_2,Fin_3,Fin_4,clk_1KHz,c_floor,drc,Fout_1up,Fout_2up,Fout_3up,Fout_2dn,Fout_3dn,Fout_4dn,
Fout_1,Fout_2,Fout_3,Fout_4,arrival,door,lock,err,full);
input lock,err,full;
input Fin_1up,Fin_2up,Fin_3up;
input Fin_2dn,Fin_3dn,Fin_4dn;
input Fin_1,Fin_2,Fin_3,Fin_4;
input clk_1KHz;
input [1:0]c_floor,drc;
output reg Fout_1up=1,Fout_2up=1,Fout_3up=1,Fout_2dn=1,Fout_3dn=1,Fout_4dn=1,Fout_1=1,Fout_2=1,Fout_3=1,Fout_4=1;
output reg arrival=1,door=1;
reg [15:0]cnt_0=0;
reg [31:0]cnt_1=0;
reg [31:0]cnt_2=0;
reg [31:0]cnt_3=0;
reg [31:0]cnt_4=0;
always @ (posedge clk_1KHz)
begin
if (err) 
	begin
	Fout_1up=1;Fout_2up=1;Fout_3up=1;Fout_2dn=1;Fout_3dn=1;Fout_4dn=1;Fout_1=0;Fout_2=1;Fout_3=1;Fout_4=1;
	if (c_floor==2'b00) door=0;else begin arrival=1; door=1;end
	end
else if (full) 
	begin
	if (lock) 
		case (c_floor)
		2'b00:begin if (Fout_1==1'b0) begin arrival<=0;Fout_1<=1'b1;end end
		2'b01:begin if (Fout_2==1'b0) begin arrival<=0;Fout_2<=1'b1;end end
		2'b10:begin if (Fout_3==1'b0) begin arrival<=0;Fout_3<=1'b1;end end
		2'b11:begin if (Fout_4==1'b0) begin arrival<=0;Fout_4<=1'b1;end end
		endcase
	if (Fin_1up==0) Fout_1up<=0; 
	if (Fin_2up==0) Fout_2up<=0;
	if (Fin_3up==0) Fout_3up<=0;
	if (Fin_2dn==0) Fout_2dn<=0;
	if (Fin_3dn==0) Fout_3dn<=0;
	if (Fin_4dn==0) Fout_4dn<=0;
	if (Fin_1==0) begin cnt_1<=cnt_1+1'b1; if (cnt_1<=1000) Fout_1<=0;else Fout_1<=1;end else cnt_1<=0; 
	if (Fin_2==0) begin cnt_2<=cnt_2+1'b1; if (cnt_2<=1000) Fout_2<=0;else Fout_2<=1;end else cnt_2<=0;
	if (Fin_3==0) begin cnt_3<=cnt_3+1'b1; if (cnt_3<=1000) Fout_3<=0;else Fout_3<=1;end else cnt_3<=0;
	if (Fin_4==0) begin cnt_4<=cnt_4+1'b1; if (cnt_4<=1000) Fout_4<=0;else Fout_3<=1;end else cnt_4<=0;
		if (arrival==0) 
		begin
		if ((cnt_0<=6000))
		begin
		case (c_floor) 
		2'b00:begin if (Fout_1==1'b0) begin begin if (cnt_0>1000)cnt_0=1000;end Fout_1<=1'b1;end end
		2'b01:begin if (Fout_2==1'b0) begin begin if (cnt_0>1000)cnt_0=1000;end Fout_2<=1'b1;end end
		2'b10:begin if (Fout_3==1'b0) begin begin if (cnt_0>1000)cnt_0=1000;end Fout_3<=1'b1;end end
		2'b11:begin if (Fout_4==1'b0) begin begin if (cnt_0>1000)cnt_0=1000;end Fout_4<=1'b1;end end
		endcase
			if (cnt_0<=1000)
				cnt_0<=cnt_0+1'b1;
			else begin 
				door<=0;
				cnt_0<=cnt_0+1'b1;
				end
		end
		else 
		begin
			door=1; 
			arrival<=1;
			cnt_0=0;
		end
		end
	end
else if (lock||(drc==2'b00||arrival==0)) 
	begin
	if (arrival==1) 
	begin
	case ({c_floor,drc}) 
		4'b0000:begin if ((Fout_1up==1'b0)||(Fout_1==1'b0))begin arrival<=0;Fout_1up<=1'b1;Fout_1<=1'b1;end end
		4'b0001:begin if ((Fout_1up==1'b0)||(Fout_1==1'b0))begin arrival<=0;Fout_1up<=1'b1;Fout_1<=1'b1;end end
		4'b0010:begin if ((Fout_1up==1'b0)||(Fout_1==1'b0))begin arrival<=0;Fout_1up<=1'b1;Fout_1<=1'b1;end end
		4'b0100:begin if ((Fout_2up==1'b0)||(Fout_2dn==1'b0)||(Fout_2==1'b0))
			begin arrival<=0;Fout_2up<=1'b1;Fout_2dn<=1'b1;Fout_2<=1'b1;end end
		4'b0101:begin if ((Fout_2up==1'b0)||(Fout_2==1'b0))begin arrival<=0;Fout_2up<=1'b1;Fout_2<=1'b1;end end
		4'b0110:begin if ((Fout_2dn==1'b0)||(Fout_2==1'b0))begin arrival<=0;Fout_2dn<=1'b1;Fout_2<=1'b1;end end
		4'b1000:begin if ((Fout_3up==1'b0)||(Fout_3dn==1'b0)||(Fout_3==1'b0))
			begin arrival<=0;Fout_3up<=1'b1;Fout_3dn<=1'b1;Fout_3<=1'b1;end end
		4'b1001:begin if ((Fout_3up==1'b0)||(Fout_3==1'b0))begin arrival<=0;Fout_3up<=1'b1;Fout_3<=1'b1;end end
		4'b1010:begin if ((Fout_3dn==1'b0)||(Fout_3==1'b0))begin arrival<=0;Fout_3dn<=1'b1;Fout_3<=1'b1;end end
		4'b1100:begin if ((Fout_4dn==1'b0)||(Fout_4==1'b0))begin arrival<=0;Fout_4dn<=1'b1;Fout_4<=1'b1;end end
		4'b1101:begin if ((Fout_4dn==1'b0)||(Fout_4==1'b0))begin arrival<=0;Fout_4dn<=1'b1;Fout_4<=1'b1;end end
		4'b1110:begin if ((Fout_4dn==1'b0)||(Fout_4==1'b0))begin arrival<=0;Fout_4dn<=1'b1;Fout_4<=1'b1;end end
		default:arrival<=1;
	endcase
	if (Fin_1up==0) Fout_1up<=0; 
	if (Fin_2up==0) Fout_2up<=0;
	if (Fin_3up==0) Fout_3up<=0;
	if (Fin_2dn==0) Fout_2dn<=0;
	if (Fin_3dn==0) Fout_3dn<=0;
	if (Fin_4dn==0) Fout_4dn<=0;
	if (Fin_1==0) begin cnt_1<=cnt_1+1'b1; if (cnt_1<=1000) Fout_1<=0;else Fout_1<=1;end else cnt_1<=0;
	if (Fin_2==0) begin cnt_2<=cnt_2+1'b1; if (cnt_2<=1000) Fout_2<=0;else Fout_2<=1;end else cnt_2<=0;
	if (Fin_3==0) begin cnt_3<=cnt_3+1'b1; if (cnt_3<=1000) Fout_3<=0;else Fout_3<=1;end else cnt_3<=0;
	if (Fin_4==0) begin cnt_4<=cnt_4+1'b1; if (cnt_4<=1000) Fout_4<=0;else Fout_3<=1;end else cnt_4<=0;
	end
	else begin 
	if (Fin_1up==0) Fout_1up<=0; 
	if (Fin_2up==0) Fout_2up<=0;
	if (Fin_3up==0) Fout_3up<=0;
	if (Fin_2dn==0) Fout_2dn<=0;
	if (Fin_3dn==0) Fout_3dn<=0;
	if (Fin_4dn==0) Fout_4dn<=0;
	if (Fin_1==0) begin cnt_1<=cnt_1+1'b1; if (cnt_1<=1000) Fout_1<=0;else Fout_1<=1;end else cnt_1<=0;
	if (Fin_2==0) begin cnt_2<=cnt_2+1'b1; if (cnt_2<=1000) Fout_2<=0;else Fout_2<=1;end else cnt_2<=0;
	if (Fin_3==0) begin cnt_3<=cnt_3+1'b1; if (cnt_3<=1000) Fout_3<=0;else Fout_3<=1;end else cnt_3<=0;
	if (Fin_4==0) begin cnt_4<=cnt_4+1'b1; if (cnt_4<=1000) Fout_4<=0;else Fout_3<=1;end else cnt_4<=0;
		if (cnt_0<=6000)
		begin
			case ({c_floor,drc}) 
		4'b0000:begin if ((Fout_1up==1'b0)||(Fout_1==1'b0))begin Fout_1up<=1'b1;Fout_1<=1'b1;begin if (cnt_0>1000)cnt_0=1000;end end end
		4'b0001:begin if ((Fout_1up==1'b0)||(Fout_1==1'b0))begin Fout_1up<=1'b1;Fout_1<=1'b1;begin if (cnt_0>1000)cnt_0=1000;end end end
		4'b0010:begin if ((Fout_1up==1'b0)||(Fout_1==1'b0))begin Fout_1up<=1'b1;Fout_1<=1'b1;begin if (cnt_0>1000)cnt_0=1000;end end end
		4'b0100:begin if ((Fout_2up==1'b0)||(Fout_2dn==1'b0)||(Fout_2==1'b0))
			begin Fout_2up<=1'b1;Fout_2dn<=1'b1;Fout_2<=1'b1;begin if (cnt_0>1000)cnt_0=1000;end end end
		4'b0101:begin if ((Fout_2up==1'b0)||(Fout_2==1'b0))begin Fout_2up<=1'b1;Fout_2<=1'b1;begin if (cnt_0>1000)cnt_0=1000;end end end
		4'b0110:begin if ((Fout_2dn==1'b0)||(Fout_2==1'b0))begin Fout_2dn<=1'b1;Fout_2<=1'b1;begin if (cnt_0>1000)cnt_0=1000;end end end
		4'b1000:begin if ((Fout_3up==1'b0)||(Fout_3dn==1'b0)||(Fout_3==1'b0))
			begin Fout_3up<=1'b1;Fout_3dn<=1'b1;Fout_3<=1'b1;begin if (cnt_0>1000)cnt_0=1000;end end end
		4'b1001:begin if ((Fout_3up==1'b0)||(Fout_3==1'b0))begin Fout_3up<=1'b1;Fout_3<=1'b1;begin if (cnt_0>1000)cnt_0=1000;end end end
		4'b1010:begin if ((Fout_3dn==1'b0)||(Fout_3==1'b0))begin Fout_3dn<=1'b1;Fout_3<=1'b1;begin if (cnt_0>1000)cnt_0=1000;end end end
		4'b1100:begin if ((Fout_4dn==1'b0)||(Fout_4==1'b0))begin Fout_4dn<=1'b1;Fout_4<=1'b1;begin if (cnt_0>1000)cnt_0=1000;end end end
		4'b1101:begin if ((Fout_4dn==1'b0)||(Fout_4==1'b0))begin Fout_4dn<=1'b1;Fout_4<=1'b1;begin if (cnt_0>1000)cnt_0=1000;end end end
		4'b1110:begin if ((Fout_4dn==1'b0)||(Fout_4==1'b0))begin Fout_4dn<=1'b1;Fout_4<=1'b1;begin if (cnt_0>1000)cnt_0=1000;end end end
		default:arrival<=1;
		endcase
			if (cnt_0<=1000)
				cnt_0<=cnt_0+1'b1;
			else begin 
				door<=0;
				cnt_0<=cnt_0+1'b1;
				end
		end
		else begin 
			door=1;
			arrival=1;
			cnt_0=0;
		end
		end
	end
else 
	begin
	if (Fin_1up==0) Fout_1up<=0; 
	if (Fin_2up==0) Fout_2up<=0;
	if (Fin_3up==0) Fout_3up<=0;
	if (Fin_2dn==0) Fout_2dn<=0;
	if (Fin_3dn==0) Fout_3dn<=0;
	if (Fin_4dn==0) Fout_4dn<=0;
	if (Fin_1==0) begin cnt_1<=cnt_1+1'b1; if (cnt_1<=1000) Fout_1<=0;else Fout_1<=1;end else cnt_1<=0;
	if (Fin_2==0) begin cnt_2<=cnt_2+1'b1; if (cnt_2<=1000) Fout_2<=0;else Fout_2<=1;end else cnt_2<=0;
	if (Fin_3==0) begin cnt_3<=cnt_3+1'b1; if (cnt_3<=1000) Fout_3<=0;else Fout_3<=1;end else cnt_3<=0;
	if (Fin_4==0) begin cnt_4<=cnt_4+1'b1; if (cnt_4<=1000) Fout_4<=0;else Fout_3<=1;end else cnt_4<=0;
	end
end
endmodule	
==> flow/run.sh <==
#!/bin/bash
# OpenROAD 26Q1-2900-gdf79404cd8, Yosys 0.63+post, stock flow scripts
make -C /OpenROAD-flow-scripts/flow DESIGN_CONFIG=/design/flow/config.mk WORK_HOME=/design/flow/orfs finish
==> flow/config.mk <==
export PLATFORM = sky130hd
export DESIGN_NAME = floor
export DESIGN_NICKNAME = floor
export VERILOG_FILES = /design/flow/design.v
export SDC_FILE = /design/flow/constraint.sdc
export NUM_CORES = 4
export LEC_CHECK = 1
export CORE_UTILIZATION = 50
==> flow/constraint.sdc <==
current_design floor

set clk_period 5.4
set clk_io_pct 0.2

create_clock -name clk0 -period $clk_period [get_ports {clk_1KHz}]

set non_clock_inputs [all_inputs -no_clocks]
set_input_delay [expr $clk_period * $clk_io_pct] -clock clk0 $non_clock_inputs
set_output_delay [expr $clk_period * $clk_io_pct] -clock clk0 [all_outputs]
==> job_summary.md <==
### Metrics collected by this job

| Metric | Value |
|---|---|
| Status | `completed` |
| Final WL | `22300 µm` |
| Logic gate share of total power | `0.105` |
| Static leakage | `3.752 nW` |
| Post-synth top area share | `0.4371` |
| HP Class | `register to register` |
| Clk pwr share | `0.413` |
| Worst vdd ir | `0.2018 mV` |
| CP Class | `primary input to register` |
| Async set or reset register ratio after synthesis | `0` |
| Max Cap Viol | `0` |
| Initial Util | `0.5120` |
| Most area-hungry cell type in the Yosys netlist | `edfxtp_1` |
| Most used flip-flop cell | `edfxtp_1` |
| Slew @ Worst Pin | `0.7684 ns` |
| Synth cell types | `92` |
| Ys cells | `1054` |
| Share of layout cells above drive strength 1 | `0.06568` |
| Antenna diode count | `0` |
| Net switching power | `0.7813 mW` |
| Initial antenna violation count | `0` |
| Tot GR Track Use | `0.2349` |
| Clk latency of the worst-skew pair | `0.42 ns` |
| H-tree depth | `4` |
| Row count | `51` |
| Internal power | `2.315 mW` |
| Tool warning count | `35` |
| CP Data Arrival Time | `4.65 ns` |
| Die width | `143.6 µm` |
| Congestion Overflow GR | `0` |
| Mapped Cells | `1054` |
| Post-CTS repair timing setup buffer count | `0` |
| Cts bufs inserted | `17` |
| Sequential power share | `0.481` |
| Clock-pin transition on the worst setup and hold timing paths | `0.06 ns` |
| Synthesized area | `0.01003 mm²` |
| Pwr Total | `3.096 mW` |
| Yosys chip area | `0.01003 mm²` |
| Final HPWL DP | `14920 µm` |
| Final Wtd Congestion | `0.9489` |
| Fmax | `222.7 MHz` |
| CP delay by family, top | `AND-OR/OR-AND gates` |
| Sw frac | `0.2524` |
| Layout area overhead | `11.40%` |
| Tally of filler cells in the layout | `1656` |
| Worst slew margin | `0.4823` |
| Core area | `0.01959 mm²` |
| Critical Path RT | `5.56 ns` |
| Final period utilization | `0.8314` |
| CTS tree | `built` |
| Min cycle time layout | `4.490 ns` |
| Port bufs | `29` |
| Vias per inst | `5.768` |
| # clock sinks | `156` |
| Pwr Density | `277.1 mW/mm²` |
| Vias | `7764` |
| Logic area | `0.005110 mm²` |
| Count leader, synth | `nor2_1` |
| Max FO, Critical Path | `17` |
| Max Slew Vio Count | `0` |
| Fin. Hold Viols | `0` |
| Global-route wire length before repair | `36100 µm` |
| Post-route ant nets | `0` |
| Register area | `0.004584 mm²` |
| DRC | `0` |
| CTS Buffer Depth | `2` |
| Synth cell count leaders | `nor2_1 (148), edfxtp_1 (146), nand2_1 (82)` |
| Avg WL per Cell | `16.56 µm` |
| I/O pin cnt | `30` |
| Critical path launch point type | `primary input` |
| Clk root buf | `clkbuf_16` |
| Pre-antenna DRT Iters | `5` |
| Synth Warn # | `1` |
| Number of global-route vias before repair | `6885` |
| Worst path slowest cell | `o21ai_0` |
| EDFF count, synth | `146` |
| Syn avg cell area | `9.516 µm²` |
| CTS Hold Bufs | `0` |
| Post-CTS Resized | `0` |
| Final setup fails | `0` |
| Pin count of the biggest net entering global routing | `59` |
| WP buf/inv | `2` |
| Initial drt markers | `545` |
| Largest cells by area after synthesis | `edfxtp_1 (44%), xor2_1 (6.4%), nor2_1 (5.5%), xnor2_1 (3.4%), nand2_1 (3.1%)` |
| CP peak stage delay | `0.65 ns` |
| Cells along the critical path | `clkdlybuf4s50_1 -> inv_1 -> ha_1 -> a222oi_1 -> o21ai_0 -> a21o_1 -> and2_1 -> ha_1 -> and2_1 -> nand4_1 -> nor4b_1 -> or3_1 -> a31oi_1` |
| Seq cells post-synth | `156` |
| Die area | `0.02063 mm²` |
| Setup_tns | `0 ns` |
| Seq share, synth | `0.4571` |
| RSZ-0062 raised after global routing | `false` |
| Die span in y | `143.6 µm` |
| Skew final | `0.01160 ns` |
| CP Capture Type | `register` |
[registers in the layout (all words and copies together), names as in the netlist, 16 cells and up]
register  cells
cnt_0        16
cnt_3        32
cnt_4        32
cnt_2        32
cnt_1        32
[final timing paths]
kind                    startpoint  slack, ns                     to  cells past startpoint
min reg2reg  Fout_1up$_SDFFE_PP1P_       0.58  Fout_1up$_SDFFE_PP1P_                      2
min          Fout_1up$_SDFFE_PP1P_       0.58  Fout_1up$_SDFFE_PP1P_                      2
max                     c_floor[1]       0.91     cnt_0[8]$_DFFE_PP_                     13
max reg2reg    cnt_0[11]$_DFFE_PP_       2.14     cnt_0[8]$_DFFE_PP_                     10
[worst min-delay path, delay by kind of cell (launching register included)]
family	cells	cell delay, ns
AOI/OAI and AO/OA	2	0.15
DFF	1	0.40
[layout make-up]
type / count / share of cell area
Multi-Input combinational cell: 817 / 0.4573
Sequential cell: 156 / 0.4103
Clock buffer: 18 / 0.03841
Timing Repair Buffer: 40 / 0.03449
Tap cell: 265 / 0.02968
Clock inverter: 13 / 0.01713
Inverter: 37 / 0.01265
[cell families (layout without fill, tap and decap cells)]
kind of cell             after synthesis  after routing  synth area share
AND/OR/NAND/NOR                      495            495            0.2571
AND-OR/OR-AND                        188            188            0.1300
flip-flops                           156            156            0.4571
XOR/XNOR                             112            112           0.09780
buffers and inverters                 83            108           0.03468
adder cells (fa/ha/maj)               16             16           0.01996
multiplexers                           3              3          0.002994
other                                  1              3         0.0003739
[routing by layer]
metal  GRT usage  vias to the layer above  wire length (µm)
met5           0                        -                 0
met4     0.02408                        0               216
met3     0.03902                       16              1125
met2      0.3245                      194              9467
met1      0.4249                     3635             11490
li1            -                     3919                 -
[per-stage QoR]
stage | setup WS, ns | hold slack [ns] | utilization | cell area [µm²] | std cells
4_1_cts | 1.014 | 0.5675 | 0.5704 | 11170 | 1346
2_1_floorplan | 0.8676 | 0.4601 | - | 10040 | 1056
3_5_place_dp | 0.5723 | 0.5561 | 0.5387 | 10550 | 1315
6_report | 0.9102 | 0.5765 | 0.5704 | 11170 | 1346
5_1_grt | 0.6835 | 0.5966 | 0.5704 | 11170 | 1346
3_3_place_gp | 0.6521 | 0.5521 | 0.5387 | 10550 | 1315
[power groups by stage]
stage	Combinational [mW]	Sequential, mW	Clock (mW)
4_1_cts	0.325	1.49	1.31
5_1_grt	0.362	1.50	1.36
6_report	0.327	1.49	1.28
[cell usage in the layout (no fill, tap or decap), types with 29 or more instances in the layout]
| cell type | synthesis | routed |
|---|---|---|
| xor2_1 | 73 | 73 |
| nand4_1 | 35 | 35 |
| inv_1 | 37 | 36 |
| nand2_1 | 82 | 82 |
| nor2_1 | 148 | 148 |
| xnor2_1 | 39 | 39 |
| o21ai_0 | 39 | 39 |
| edfxtp_1 | 146 | 146 |
| clkdlybuf4s50_1 | 0 | 29 |
| a21oi_1 | 55 | 55 |
| nand3_1 | 59 | 59 |
Power and IR drop assume default switching activity.
