==> ./design.v <==
module dot_matrix_ev(Fin_1up,Fin_2up,Fin_3up,Fin_2dn,Fin_3dn,Fin_4dn,Fin_1,Fin_2,Fin_3,Fin_4,drc,clk,row,col,door,c_floor,err);
input door,err;
input Fin_1up,Fin_2up,Fin_3up;
input Fin_2dn,Fin_3dn,Fin_4dn;
input Fin_1,Fin_2,Fin_3,Fin_4;
input [1:0]drc,c_floor;
input clk;
output reg [15:0] row; 
output reg [3:0] col; 
reg clk1,clk2;
reg [1:0]cnt_d;
integer i,j;
reg [15:0]    r[0:99];
reg [7:0]    R[0:99];
initial 
   begin
     col=4'b1111; row=16'b0; 
	end
always @(posedge clk1) 
   begin
      R[0]=8'b0001_0000;R[1]=8'b0010_0000;R[2]=8'b0100_0000;
		R[3]=8'b1111_1111;R[4]=8'b0100_0000;R[5]=8'b0010_0000;
		R[6]=8'b0001_0000;R[7]=8'b0000_0000; 
		R[8]=8'b0000_1000;R[9]=8'b0000_0100;R[10]=8'b0000_0010;
		R[11]=8'b1111_1111;R[12]=8'b0000_0010;R[13]=8'b0000_0100;
		R[14]=8'b0000_1000;R[15]=8'b0000_0000; 
		R[16]=8'b0001_1000; 
		R[17]=8'b0000_0000;R[18]=8'b0010_0010;R[19]=8'b0111_1110;
		R[20]=8'b0000_0010;R[21]=8'b0000_0000;R[22]=8'b0000_0000;
		R[23]=8'b0000_0000;R[24]=8'b0000_0000; 
		R[25]=8'b0000_0000;R[26]=8'b0010_0010;R[27]=8'b0100_0110;
		R[28]=8'b0100_1010;R[29]=8'b0101_0010;R[30]=8'b0010_0010;
		R[31]=8'b0000_0000;R[32]=8'b0000_0000; 
		R[33]=8'b0000_0000;R[34]=8'b0010_0010;R[35]=8'b0100_0001;
		R[36]=8'b0100_1001;R[37]=8'b0100_1001;R[38]=8'b0011_0110;
		R[39]=8'b0000_0000;R[40]=8'b0000_0000; 
		R[41]=8'b0000_0100;R[42]=8'b0000_1100;R[43]=8'b0001_0100;
		R[44]=8'b0010_0100;R[45]=8'b0111_1111;R[46]=8'b0000_0100;
		R[47]=8'b0000_0000;R[48]=8'b0000_0000; 
		R[49]=8'b0100_0010;R[50]=8'b0010_0100;R[51]=8'b0001_1000;
		R[52]=8'b0001_1000;R[53]=8'b0010_0100;R[54]=8'b0100_0010;
		R[55]=8'b1000_0001;R[56]=8'b0000_0000; 
		r[97]=16'b1000_0000_0000_0001; 
		r[98]=16'b1111_1111_1111_1111; 
		r[99]=16'b0000_0000_0000_0000;R[99]=8'b0000_0000; 
	end
always @(posedge clk2) 
begin
	r[15]={!Fin_4dn,!Fin_3up,!Fin_3dn,!Fin_2up,!Fin_2dn,!Fin_1up,4'b0000,!Fin_4,!Fin_3,!Fin_2,!Fin_1}; 
	if (door==0) 
		case (cnt_d)
		2'b00:cnt_d<=2'b01;
		2'b01:cnt_d<=2'b10;
		2'b10:cnt_d<=2'b11;
		2'b11:cnt_d<=2'b11;
		default:cnt_d<=2'b11;
		endcase
	else 
		case (cnt_d) 
		2'b00:cnt_d<=2'b00;
		2'b01:cnt_d<=2'b00;
		2'b10:cnt_d<=2'b01;
		2'b11:cnt_d<=2'b10;
		default:cnt_d<=2'b00;
		endcase
end
always @(posedge clk1) 
begin
	begin
	if (err) 
	begin r[0][7:0]=R[49];r[1][7:0]=R[50];r[2][7:0]=R[51];r[3][7:0]=R[52];r[4][7:0]=R[53];r[5][7:0]=R[54];r[6][7:0]=R[55];end
	else
	case (drc) 
	2'b00:begin r[0][7:0]=R[16];r[1][7:0]=R[16];r[2][7:0]=R[16];r[3][7:0]=R[16];r[4][7:0]=R[16];r[5][7:0]=R[16];r[6][7:0]=R[99];end
	2'b01:begin r[0][7:0]=R[0];r[1][7:0]=R[1];r[2][7:0]=R[2];r[3][7:0]=R[3];r[4][7:0]=R[4];r[5][7:0]=R[5];r[6][7:0]=R[6];end
	2'b10:begin r[0][7:0]=R[8];r[1][7:0]=R[9];r[2][7:0]=R[10];r[3][7:0]=R[11];r[4][7:0]=R[12];r[5][7:0]=R[13];r[6][7:0]=R[14];end
	default:;
	endcase
	end
	case (c_floor) 
	2'b00:begin r[0][15:8]=R[17];r[1][15:8]=R[18];r[2][15:8]=R[19];r[3][15:8]=R[20];r[4][15:8]=R[21];r[5][15:8]=R[22];r[6][15:8]=R[23];end
	2'b01:begin r[0][15:8]=R[25];r[1][15:8]=R[26];r[2][15:8]=R[27];r[3][15:8]=R[28];r[4][15:8]=R[29];r[5][15:8]=R[30];r[6][15:8]=R[31];end
	2'b10:begin r[0][15:8]=R[33];r[1][15:8]=R[34];r[2][15:8]=R[35];r[3][15:8]=R[36];r[4][15:8]=R[37];r[5][15:8]=R[38];r[6][15:8]=R[39];end
	2'b11:begin r[0][15:8]=R[41];r[1][15:8]=R[42];r[2][15:8]=R[43];r[3][15:8]=R[44];r[4][15:8]=R[45];r[5][15:8]=R[46];r[6][15:8]=R[47];end
	default:;
	endcase
	case (cnt_d) 
	2'b00:begin r[7]=r[98]; r[8]=r[98]; r[9]=r[98]; r[10]=r[98]; r[11]=r[98]; r[12]=r[98]; r[13]=r[98]; r[14]=r[98];end
	2'b01:begin r[7]=r[98]; r[8]=r[98]; r[9]=r[98]; r[10]=r[97]; r[11]=r[97]; r[12]=r[98]; r[13]=r[98]; r[14]=r[98];end
	2'b10:begin r[7]=r[98]; r[8]=r[98]; r[9]=r[97]; r[10]=r[97]; r[11]=r[97]; r[12]=r[97]; r[13]=r[98]; r[14]=r[98];end
	2'b11:begin r[7]=r[98]; r[8]=r[97]; r[9]=r[97]; r[10]=r[97]; r[11]=r[97]; r[12]=r[97]; r[13]=r[97]; r[14]=r[98];end
	default:;
	endcase
end
always @(posedge clk1) 
	begin
	col<=col+1'b1;
	begin
	case(col)
	4'b0000:row=r[0];
	4'b0001:row=r[1];
	4'b0010:row=r[2];
	4'b0011:row=r[3];
	4'b0100:row=r[4];
	4'b0101:row=r[5];
	4'b0110:row=r[6];
	4'b0111:row=r[7];
	4'b1000:row=r[8];
	4'b1001:row=r[9];
	4'b1010:row=r[10];
	4'b1011:row=r[11];
	4'b1100:row=r[12];
	4'b1101:row=r[13];
	4'b1110:row=r[14];
	4'b1111:row=r[15];
	default:row=r[97];
	endcase
	end
	end
always @(posedge clk) 
begin
      if (i==10000/2-1)  
           begin
             i<=0; clk1<=~clk1;
           end
        else  i<=i+1;
end
always @(posedge clk) 
begin
        if (j==5000000/2-1)  
           begin
             j<=0; clk2<=~clk2;
           end
        else  j<=j+1;
end
endmodule
==> ./run.sh <==
#!/bin/bash
# OpenROAD 26Q1-2900-gdf79404cd8, Yosys 0.63+post, stock flow scripts
make -C /OpenROAD-flow-scripts/flow DESIGN_CONFIG=/design/flow/config.mk WORK_HOME=/design/flow/orfs finish
==> ./config.mk <==
export PLATFORM = sky130hd
export DESIGN_NAME = dot_matrix_ev
export DESIGN_NICKNAME = dot_matrix_ev
export VERILOG_FILES = /design/flow/design.v
export SDC_FILE = /design/flow/constraint.sdc
export NUM_CORES = 4
export LEC_CHECK = 1
export CORE_UTILIZATION = 40
==> ./constraint.sdc <==
current_design dot_matrix_ev

set clk_period 5.4
set clk_io_pct 0.2

create_clock -name clk0 -period $clk_period [get_ports {clk}]

set non_clock_inputs [all_inputs -no_clocks]
set_input_delay [expr $clk_period * $clk_io_pct] -clock clk0 $non_clock_inputs
set_output_delay [expr $clk_period * $clk_io_pct] -clock clk0 [all_outputs]
==> qor.csv <==
metric;value;unit
gp_congestion;0.8382;
warnings;39;
final.setup.worst_slack;3.311;ns
yosys.area.top_type;dfxtp_1;
die_area;0.01305;mm²
avgRoutedWirePerCell;12.67;µm
final_hold_viol_count;0;
ys_sh_adder;4.719;%
yosys_warnings;3;
worst_pin_slew;0.8870;ns
rsz0062_at_grt;no;
lay_top_cells;123 x dfxtp_1, 45 x xnor2_1, 38 x nand2_1;
synth_chip_area;0.005037;mm²
totalWireLength;9248;µm
dr.pass1.iters;4;
cap_violations;0;
cts_tree;yes;
h-tree-depth;3;
logic_family;simple AND/OR/NAND/NOR gates;
arrival;2.12;ns
tns;0;ns
drv_slew;0;
post-cts-setup-buffers;0;
portBuffers;36;
p_leak;2.186;nW
grt_pass1_wl;15880;µm
synth_flops;125;
fmax;0.4787;GHz
die_y;114.2;µm
clk_latency;0.32;ns
finalClockPeriodUsage;38.68;%
compound_area_share;7.675;%
cts_buffer_depth;2;
areaGrowthSynthToFinish;16.37;%
fp_util;41.42;%
area_leaders;dfxtp_1 49%, xnor2_1 7.8%, ha_1 4.7%, nand3_1 3.1%, nand2_1 2.8%;
synthFlopType;dfxtp_1;
numCtsBuffers;9;
cts-root-buf;clkbuf_16;
layout.cells.most_common;dfxtp_1;
endpoint_kind;flop;
start_kind;flop;
cts_resized;0;
required;5.43;ns
place_ws;3.333;ns
finalCriticalPeriod;2.089;ns
synth.cellmix.xorXnorShare;10.08;%
grt-ovfl-total;0;
grt_usage;15.18;%
holdWs;0.4482;ns
avgSynthCellArea;9.687;µm²
drive_gt1_share;6.050;%
synthCells;520;
mux_area_share;1.987;%
hold_class;reg2reg;
worstSetupPathType;reg2reg;
row_count;40;
setup_viol;0;
ys_sh_simple;21.78;%
cts_hold_buf;0;
post_synth_num_cell_types;53;
synth-edff-count;2;
ys_seq_share;50.07;%
postRouteAntennaNets;0;
grt_start_max_net_pins;46;
grt_pass1_vias;3353;
synth_area;0.005037;mm²
core_area;0.01216;mm²
untimed_endpoints;79;
synth-async-reset-ratio;0;%
n_antenna_cell;0;
via_count;3672;
clkTransAtPathRegs;0.05;ns
vdd_drop_max;0.1604;mV
drc;0;
post-dp-hpwl;6629;µm
synth_stat.cells;520;
fin_skew;0.004934;ns
slew_headroom;40.41;%
crit_path_max_fanout;7;
drt_iter0_markers;213;
antenna_found_initial;0;
netlist.area_leader.share;48.88;%
outcome;finished clean;
pin_count;37;
unclocked_regs;59;
dieWidth;114.2;µm
vias_per_cell;5.030;
power_density;177.9;mW/mm²
## through the flow
stage / util, % / instance area [µm²] / power [mW] / std cells
CTS: 48.20 / 5862 / 1.054 / 730
detailed placement: 45.97 / 5590 / 0.5328 / 715
floorplan: - / 5037 / 0.5164 / 520
global route: 48.20 / 5862 / 1.079 / 730
global placement: 45.97 / 5590 / 0.5324 / 715
finish: 48.20 / 5862 / 1.043 / 730
## sequential cells by signal (all words and copies together), names as in the netlist
signal	count
r	35
j	32
clk1	1
clk2	1
cnt_d	4
col	4
row	16
i	32
## Yosys cell counts (3+ instances only)
library cell / count
dfxtp_1: 123
xnor2_1: 45
nand2_1: 38
inv_1: 35
nand3_1: 31
nor2_1: 31
nand4_1: 22
a21oi_1: 21
ha_1: 19
nor4_1: 17
nor3_1: 13
xor2_1: 13
clkbuf_1: 11
and3_1: 10
nand2b_1: 8
o21ai_0: 6
a22oi_1: 5
and2_1: 5
o211ai_1: 5
mux2_2: 4
mux2i_1: 4
or2_2: 4
or4_1: 4
a21o_1: 3
and4_1: 3
nor3b_1: 3
## where the power goes
| part | internal, mW | switching [mW] | total (mW) |
|---|---|---|---|
| Combinational | 0.0177 | 0.0132 | 0.0309 |
| Clock | 0.330 | 0.190 | 0.521 |
| Sequential | 0.491 | 0 | 0.491 |
## final cells by class
class,count,area [µm²]
repair buffers,40,390.4
inverters,35,131.4
well taps,168,210.2
multi-input cells,347,2336
fillers,1111,6300
clock buffers,12,256.5
flip-flops and latches,125,2522
clock inverters,3,15.01
## cells by family after synthesis
family,after synthesis
AND-OR/OR-AND,58
AND/OR/NAND/NOR,203
buffers and inverters,48
XOR/XNOR,58
flip-flops,125
adder cells (fa/ha/maj),19
multiplexers,9
## layer usage
layer / GRT usage [%] / vias up / wire length [µm]
met5: 0 / - / 0
met4: 2.251 / 0 / 72
met3: 1.510 / 6 / 336
met2: 24.48 / 82 / 4309
met1: 23.36 / 1688 / 4529
li1: - / 1896 / -
## worst max-delay path, stage by stage, from the launching register on
cell	delay [ns]
dfxtp_1	0.40
ha_1	0.24
and4_1	0.25
nand2_1	0.08
nor4_2	0.57
buf_4	0.26
## worst paths after layout
| check | cells after the start | slack, ns | endpoint | start |
|---|---|---|---|---|
| hold / removal | 1 | 0.45 | i[0]$_SDFF_PN0_ | i[0]$_SDFF_PN0_ |
| setup / recovery | 5 | 3.31 | clk2$_DFFE_PN_ | j[0]$_SDFF_PN0_ |
| hold reg to reg | 1 | 0.45 | i[0]$_SDFF_PN0_ | i[0]$_SDFF_PN0_ |
| setup reg to reg | 5 | 3.31 | clk2$_DFFE_PN_ | j[0]$_SDFF_PN0_ |
Power and IR drop assume default switching activity.
